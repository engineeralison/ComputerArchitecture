`flow/design.v`:
```
module D_FF (q, d, reset, clk);
	output reg q;
	input d, reset, clk;
	always_ff @(posedge clk)
		if (reset)
		q <= 0;  
		else
		q <= d;  
endmodule
`timescale 10ps/1fs
module mux64X32to1 (select, in, out);
	input logic [4:0] select;
	input logic [31:0][63:0] in;
	output logic [63:0] out;
	logic [63:0][31:0] fixed;
	int i, j;
	always_comb begin
		for (i = 0; i < 32; i=i+1)
			for (j = 0; j < 64; j=j+1)
				fixed[j][i] = in[i][j];
	end
	genvar k;
	generate 
		for (k=0; k<64; k=k+1) begin : mux32 
			mux32to1 imdonewiththislabalready (select, fixed[k][31:0], out[k]);
		end
	endgenerate
endmodule
module mux32to1 (select, in, out);
	input logic [4:0] select;
	input logic [31:0] in;
	output logic out;
	logic [1:0] muxcheck;
	mux16to1 a (select[3:0], in[15:0], muxcheck[0]);
	mux16to1 b (select[3:0], in[31:16], muxcheck[1]);
	mux2to1 c (select[4], muxcheck, out);
endmodule
module mux16to1 (select, in, out); 
	input logic [3:0] select;
	input logic [15:0] in;
	output logic out;
	logic [3:0] muxcheck;
	mux4to1 a (select[1:0], in[3:0], muxcheck[0]);
	mux4to1 b (select[1:0], in[7:4], muxcheck[1]);
	mux4to1 c (select[1:0], in[11:8], muxcheck[2]);
	mux4to1 d (select[1:0], in[15:12], muxcheck[3]);
	mux4to1 e (select[3:2], muxcheck[3:0], out);
endmodule
module mux4to1 (select, in, out);
	input logic [1:0] select;
	input logic [3:0] in;
	output logic out;
	logic [3:0] temp;
	logic [1:0] notselect;
	not #5 a (notselect[0], select[0]);
	not #5 b (notselect[1], select[1]);
	and #5 c (temp[0], in[0], notselect[0], notselect[1]);
	and #5 d (temp[1], in[1], select[0], notselect[1]);
	and #5 e (temp[2], in[2], notselect[0], select[1]);
	and #5 f (temp[3], in[3], select[0], select[1]);
	or #5 g (out, temp[0], temp[2], temp[1], temp[3]);
endmodule
module mux2to1 (select, in, out);
	input logic select;
	input logic [1:0] in;
	output logic out;
	logic [1:0] temp;
	logic notselect;
	not #5 d (notselect, select);
	and #5 a (temp[0], notselect, in[0]);
	and #5 b (temp[1], in[1], select);
	or #5 c (out, temp[1], temp[0]);
endmodule
module mux2to1v2 (select, in1, in2, out);
	input logic select, in1, in2;
	output logic out;
	logic [1:0] temp;
	logic notselect;
	not #5 d (notselect, select);
	and #5 a (temp[0], notselect, in1);
	and #5 b (temp[1], in2, select);
	or #5 c (out, temp[1], temp[0]);
endmodule
`timescale 10ps/1fs
module regfile (ReadData1, ReadData2, WriteData, ReadRegister1, ReadRegister2, WriteRegister, RegWrite, clk);
	input logic clk, RegWrite;
	input logic [4:0] ReadRegister1, ReadRegister2, WriteRegister;
	input logic [63:0] WriteData;
	output logic [63:0] ReadData1, ReadData2;
	logic [31:0][63:0] regdata;
	logic [31:0] register;
	assign regdata [31][63:0] = 64'b0;
	decoder decode (RegWrite, WriteRegister, register);
	genvar i;
	generate 
		for (i = 0; i < 31; i++) begin : inputToReg
			input_register pls (WriteData[63:0], regdata[i][63:0], register[i], clk);
		end
	endgenerate
	mux64X32to1 mux1 (ReadRegister1, regdata, ReadData1);
	mux64X32to1 mux2 (ReadRegister2, regdata, ReadData2);
endmodule
module decoder (enable, in, select);
	input logic enable;
	input logic [4:0] in;
	output logic [31:0] select;
	logic[3:0] decoder_select;
	decode2to4 a (enable, in[4:3], decoder_select);
	decode3to8 b (decoder_select[0], in[2:0], select[7:0]);
	decode3to8 c (decoder_select[1], in[2:0], select[15:8]);
	decode3to8 d (decoder_select[2], in[2:0], select[23:16]);
	decode3to8 e (decoder_select[3], in[2:0], select[31:24]);
endmodule
module decode2to4 (en, in, out);
	input logic [1:0] in;
	input logic en;
	output logic [3:0] out;
	logic [1:0] notin;
	not #5 a (notin[0], in[0]);
	not #5 b (notin[1], in[1]);
	and #5 c (out[0], en, notin[0], notin[1]);
	and #5 d (out[1], en, notin[1], in[0]);
	and #5 e (out[2], en, notin[0], in[1]);
	and #5 f (out[3], en, in[1], in[0]);
endmodule
module decode3to8 (en, in, out);
	input logic [2:0] in;
	input logic en;
	output logic [7:0] out;
	logic [2:0] notin;
	not #5 a (notin[0], in[0]);
	not #5 b (notin[1], in[1]);
	not #5 c (notin[2], in[2]);
	and #5 d (out[0], en, notin[2], notin[1], notin[0]);
	and #5 e (out[1], en, notin[2], notin[1], in[0]);
	and #5 f (out[2], en, notin[2], in[1], notin[0]);
	and #5 g (out[3], en, notin[2], in[1], in[0]);
	and #5 h (out[4], en, in[2], notin[1], notin[0]);
	and #5 i (out[5], en, in[2], notin[1], in[0]);
	and #5 j (out[6], en, in[2], in[1], notin[0]);
	and #5 k (out[7], en, in[2], in[1], in[0]);
endmodule
module input_register (data, stored, select, clk);
	input logic  [63:0] data;
	input logic  select, clk;
	output logic [63:0] stored;
	logic [63:0] temp;
	genvar i;
	generate
		for(i=0; i<64; i++) begin: eachDff
			mux2to1v2 TheMux (select, stored[i], data[i], temp[i]); 																			
			D_FF theDFF (stored[i], temp[i], 1'b0, clk);
		end
	endgenerate
endmodule
```
`flow/run.sh`:
```
#!/bin/bash
# OpenROAD 26Q1-2900-gdf79404cd8, Yosys 0.63+post, stock flow scripts
make -C /OpenROAD-flow-scripts/flow DESIGN_CONFIG=/design/flow/config.mk WORK_HOME=/design/flow/orfs finish
```
`flow/config.mk`:
```
export PLATFORM = sky130hd
export DESIGN_NAME = regfile
export DESIGN_NICKNAME = regfile
export VERILOG_FILES = /design/flow/design.v
export SDC_FILE = /design/flow/constraint.sdc
export NUM_CORES = 4
export LEC_CHECK = 1
export CORE_UTILIZATION = 50
```
`flow/constraint.sdc`:
```
current_design regfile

set clk_period 17.7
set clk_io_pct 0.2

create_clock -name clk0 -period $clk_period [get_ports {clk}]

set non_clock_inputs [all_inputs -no_clocks]
set_input_delay [expr $clk_period * $clk_io_pct] -clock clk0 $non_clock_inputs
set_output_delay [expr $clk_period * $clk_io_pct] -clock clk0 [all_outputs]
```
==> impl_metrics.ini <==
; flow metrics
[synth]
synthesis.instances = 5176
synth.area.top_cells = sky130_fd_sc_hd__edfxtp_1, sky130_fd_sc_hd__mux4_2, sky130_fd_sc_hd__mux2i_1
synth.avg_cell_area_um2 = 17.74
synth_top_cell_by_area = sky130_fd_sc_hd__edfxtp_1
synth-seq-cells = 1984
synth_chip_area_um2 = 91830
yosysUniqueCellTypes = 40
yosysWarnings = 2
yosys_cells = 5176
synthDominantCellAreaShare_pct = 64.88
synth.cell_area_um2 = 91830
yosysSeqAreaShare_pct = 64.88

[floorplanning]
floorplan.die_area_um2 = 185400
core_region_area_um2 = 181500
io-pin-count = 209
chipHeight_um = 430.6
num_rows = 156
fp.dieW_um = 430.6
initial_utilization_pct = 50.59

[pwr]
power.total_mw = 10.31
p_leak_nw = 34.04
ir_worst_vdd_uv = 84.24
p_per_cell_area_nw_per_um2 = 100.5

[cts]
clkSinkCount = 1984
cts_tree = built
cts.reportedPaths.clkPinSlew_ns = 0.06
cts_max_path_buffers = 3
ctsResizeCount = 0
cts_hold_buf = 0
cts_post_setup_buffers_inserted = 0
htreeDepth = 4
ctsRootBufferMaster = sky130_fd_sc_hd__clkbuf_16
number_of_buffers_created_by_cts = 206

[global_route]
antenna_violations_before_repair = 11
grt_start_max_net_pins = 92
grt_first_pass_wirelength_um = 419900
global_route.usage.total_pct = 36.06
grt-ovfl-total = 0
vias_in_the_first_global_route = 58990

[placed_design]
dp_worst_setup_slack_ns = 6.318
placed_cells_incl_taps = 7445
port-buffer-count = 208
detailed_place.area_um2 = 96080
gp_congestion = 0.9015
dpl.hpwl_um = 164600

[timing]
post-route-worst-setup-slack_ns = 6.266
finalSetupViolations = 0
grt_setup_unrepaired = false
fin_setup_tns_ns = 0
maxClockFrequency_ghz = 0.08746
final.period_utilization_pct = 64.60
holdWs_ns = 3.501
finalWorstPathRequiredPeriod_ns = 11.43
max_slew_margin_pct = 31.24
timing.final.hold_violations = 0
finalMaxSlewViolations = 0
timing_worst_slew_pin_value_ns = 1.029

[detailed_routing]
detailedRoute.firstPassIterationCount = 8
wl_met2_um = 138000
routed-wl-met3_um = 53840
drc_violations_left = 0
initialDrtViolationCount = 3680
detail_route.wirelength.met1_um = 89420
vias_per_cell = 6.929
top_layer = met5
wirelength_um = 297600
route.detailed.wl_per_inst_um = 38.01
drtAntennaViolNets = 0
via_count = 54250

[setup_path]
critPathMaxFanout = 59
path_class = in2out
worst_ep_arrival_time_ns = 7.89
timing.critical_path.required_ns = 14.16
setup.worst_path.end_class = output port
slowest_stage = sky130_fd_sc_hd__buf_4
capturing_instance_or_port_of_the_critical_path = ReadData2[16]
cp_common_cell = sky130_fd_sc_hd__buf_4
max_stage_delay_ns = 0.75
critical_path.cell_chain = buf_8, buf_4, buf_4, buf_4, mux2i_1, o22ai_1, nor4_1, o221ai_1, clkdlybuf4s50_1
worst_setup_sp = ReadRegister2[2]
worstSetupStartpointType = input pin

[final_layout]
layout_cell_share_with_drive_strength_beyond_1_pct = 20.08
finalNonFillerCells = 7830
layout-area-overhead-vs-synth_pct = 11.64
final_area_um2 = 102500
fill_cells = 13470
finalCoreUtilization_pct = 56.48

[flow_run]
openroad.warnings = 26
number_of_max_cap_violations = 0

[run_status]
outcome = finished clean

[min_path]
holdCritPathClass = in2reg
power breakdown:
| part | switching [mW] | internal, mW |
|---|---|---|
| Combinational | 0.523 | 0.361 |
| Sequential | 0.0232 | 5.23 |
| Clock | 1.81 | 2.36 |
| Total | 2.36 | 7.95 |
cells by family after synthesis:
logic type,Yosys count,share of synthesized area (%)
simple gates,269,1.420
mux,1473,23.02
flops,1984,64.88
buf+inv,555,3.541
compound gates,895,7.141
worst max-delay path: cells and delay by family:
kind	cells	cell delay (ns)
buf+inv	5	3.12
compound gates	2	0.34
mux	1	0.28
simple gates	1	0.43
per-layer routing:
layer | global-route usage (%) | vias to the layer above
met5 | 2.602 | -
met4 | 14.09 | 18
met3 | 27.29 | 818
met2 | 51.17 | 4286
met1 | 42.70 | 27020
li1 | - | 22110
cells in the final DEF, fill, tap and decap left out, types with 2 or more instances in the layout:
cell	synthesis	final
sky130_fd_sc_hd__inv_6	0	6
sky130_fd_sc_hd__o211ai_1	126	126
sky130_fd_sc_hd__nor4_1	64	64
sky130_fd_sc_hd__nor2b_1	6	3
sky130_fd_sc_hd__buf_4	164	227
sky130_fd_sc_hd__nor2_4	0	32
sky130_fd_sc_hd__or4b_4	0	2
sky130_fd_sc_hd__clkbuf_1	140	34
sky130_fd_sc_hd__clkinv_4	0	2
sky130_fd_sc_hd__nand2_1	133	132
sky130_fd_sc_hd__clkinv_1	0	66
sky130_fd_sc_hd__and2_4	0	2
sky130_fd_sc_hd__buf_8	6	6
sky130_fd_sc_hd__nand3b_1	3	3
sky130_fd_sc_hd__mux2_2	2	2
sky130_fd_sc_hd__inv_1	3	3
sky130_fd_sc_hd__buf_12	1	16
sky130_fd_sc_hd__or2_4	0	2
sky130_fd_sc_hd__nand2b_1	4	2
sky130_fd_sc_hd__nand4b_1	2	2
sky130_fd_sc_hd__a22oi_1	254	254
sky130_fd_sc_hd__mux2i_1	960	960
sky130_fd_sc_hd__edfxtp_1	1984	1984
sky130_fd_sc_hd__mux4_2	511	511
sky130_fd_sc_hd__bufinv_16	0	15
sky130_fd_sc_hd__o221ai_1	127	127
sky130_fd_sc_hd__nand4bb_4	0	4
sky130_fd_sc_hd__o2bb2ai_1	63	63
sky130_fd_sc_hd__clkbuf_16	0	208
sky130_fd_sc_hd__nor2b_4	0	3
sky130_fd_sc_hd__clkdlybuf4s50_1	0	201
sky130_fd_sc_hd__clkinv_8	0	3
sky130_fd_sc_hd__inv_16	0	3
sky130_fd_sc_hd__o22ai_1	320	320
sky130_fd_sc_hd__nand3_1	5	5
sky130_fd_sc_hd__nor3b_2	0	2
sky130_fd_sc_hd__clkinv_2	0	40
sky130_fd_sc_hd__clkinvlp_4	0	2
sky130_fd_sc_hd__nand2b_4	0	2
sky130_fd_sc_hd__diode_2	0	6
area by class of cell:
class,instances,area (µm²),area share [%]
timing repair buffer,451,4138,4.036
antenna,6,15.01,0.01465
sequential,1984,59580,58.11
multi-input combinational,2637,29390,28.67
clock buffer,242,5333,5.202
tap,2370,2965,2.892
clock inverter,137,1092,1.065
inverter,3,11.26,0.01098
worst min path at each step:
stage | end | startpoint | depth (start not counted)
4_1_cts | flip-flop | WriteData[47] | 2
5_1_grt | flip-flop | WriteData[61] | 2
6_report | flip-flop | WriteData[58] | 2
Yosys cell counts (all sizes together):
cell / n
or4b: 2
o21ai: 1
o2bb2ai: 63
nor4: 64
mux4: 511
nand3: 5
nand4b: 2
inv: 3
a311oi: 1
nor3: 2
o221ai: 127
nor2b: 6
buf: 410
and4: 1
nand2: 133
o211ai: 126
nand2b: 4
o22ai: 320
o21a: 1
nor2: 33
and3b: 1
a22oi: 254
clkbuf: 142
or2: 3
nor3b: 3
mux2: 2
nand4: 1
a2bb2oi: 1
nand3b: 3
a221oi: 1
mux2i: 960
edfxtp: 1984
nand4bb: 4
and2: 2
Power figures rest on the tool's default switching activity, not on a simulated workload.
