==> flow/design.v <==
module CPU_control (instruction, ALUOp, Reg2Loc, ALUSrc, MemToReg, RegWrite, MemWrite, BrTaken, UncondBr, xfer_size, zero, negative, overflow, carry_out, ZF, NF, OF, CoF, SetFlag, loadB);
	input logic [31:0] instruction;
	input logic zero, negative, overflow, carry_out, ZF, NF, OF, CoF;
	output logic [1:0] ALUSrc, MemToReg;
	output logic [2:0] ALUOp;
	output logic [3:0] xfer_size;
	output logic Reg2Loc, RegWrite, MemWrite, BrTaken, UncondBr, SetFlag, loadB;
	enum logic [10:0] {
				ADDI = 11'b1001000100X,
				ADDS = 11'b10101011000,
				B = 11'b000101XXXXX,
				BLT = 11'b01010100XXX,
				CBZ = 11'b10110100XXX,
				LDUR = 11'b11111000010,
				LDURB = 11'b00111000010,
				MOVK = 11'b111100101XX,
				MOVZ = 11'b110100101XX,
				STUR = 11'b11111000000,
				STURB = 11'b00111000000,
				SUBS = 11'b11101011000
				} OpCode;
	always_comb begin
		casex (instruction[31:21])
			ADDI: begin
				Reg2Loc = 1'bX;
				ALUSrc = 2'b10;
				MemToReg = 0;
				RegWrite = 1;
				MemWrite = 0;
				BrTaken = 0;
				UncondBr = 1'bX;
				ALUOp = 3'b010;
				xfer_size = 4'd8;
				SetFlag = 0;
				loadB = 0;
			end
			ADDS: begin
				Reg2Loc = 1;
				ALUSrc = 0;
				MemToReg = 0;
				RegWrite = 1;
				MemWrite = 0;
				BrTaken = 0;
				UncondBr = 1'bX;
				ALUOp = 3'b010;
				xfer_size = 4'd8;
				SetFlag = 1;
				loadB = 0;
			end
			B: begin
				Reg2Loc = 1'bX;
				ALUSrc = 2'bXX;
				MemToReg = 2'bXX;
				RegWrite = 0;
				MemWrite = 0;
				BrTaken = 1;
				UncondBr = 1;
				SetFlag = 0;
				xfer_size = 4'd8;
				ALUOp = 3'bXXX;
				loadB = 0;
			end
			BLT: begin
				Reg2Loc = 0;
				ALUSrc = 0;
				MemToReg = 2'bXX;
				RegWrite = 0;
				MemWrite = 0;
				BrTaken = (NF ^ OF);
				UncondBr = 0;
				ALUOp = 3'bXXX;
				xfer_size = 4'd8;
				SetFlag = 0;
				loadB = 0;
			end 
			CBZ: begin
				Reg2Loc = 0;
				ALUSrc = 0;
				MemToReg = 2'bXX;
				RegWrite = 0;
				MemWrite = 0;
				BrTaken = zero;
				UncondBr = 0;
				ALUOp = 3'b000;
				xfer_size = 4'd8;
				SetFlag = 0;
				loadB = 0;
			end 
			LDUR: begin
				Reg2Loc = 1'bX;
				ALUSrc = 1;
				MemToReg = 1;
				RegWrite = 1;
				MemWrite = 0;
				BrTaken = 0;
				UncondBr = 1'bX;
				ALUOp = 3'b010;
				xfer_size = 4'd8;
				SetFlag = 0;
				loadB = 0;
			end 
			LDURB: begin
				Reg2Loc = 1'bX;
				ALUSrc = 1;
				MemToReg = 1;
				RegWrite = 1;
				MemWrite = 0;
				BrTaken = 0;
				UncondBr = 1'bX;
				ALUOp = 3'b010;
				xfer_size = 4'd1;
				SetFlag = 0;
				loadB = 1;
			end 
			MOVK: begin
				Reg2Loc = 0;
				ALUSrc = 2'bXX;
				MemToReg = 3;
				RegWrite = 1;
				MemWrite = 0;
				BrTaken = 0;
				UncondBr= 1'bX;
				ALUOp = 3'bXXX;
				xfer_size = 4'd8;
				SetFlag = 0;
				loadB = 0;
			end 
			MOVZ: begin
				Reg2Loc = 0;
				ALUSrc = 2'bXX;
				MemToReg = 2;
				RegWrite = 1;
				MemWrite = 0;
				BrTaken = 0;
				UncondBr = 1'bX;
				ALUOp = 3'bXXX;
				xfer_size = 4'd8;
				SetFlag = 0;
				loadB = 0;
			end 
			STUR: begin 
				Reg2Loc = 0;
				ALUSrc = 1;
				MemToReg = 2'bXX;
				RegWrite = 0;
				MemWrite = 1;
				BrTaken = 0;
				UncondBr = 1'bX;
				ALUOp = 3'b010;
				xfer_size = 4'd8;
				SetFlag = 0;
				loadB = 0;
			end 
			STURB: begin
				Reg2Loc = 0;
				ALUSrc = 1;
				MemToReg = 2'bXX;
				RegWrite = 0;
				MemWrite = 1;
				BrTaken = 0;
				UncondBr = 1'bX;
				ALUOp = 3'b010;
				xfer_size = 4'd1;
				SetFlag =0;
				loadB = 0;
			end 
			SUBS: begin
				Reg2Loc = 1;
				ALUSrc = 0;
				MemToReg = 0;
				RegWrite = 1;
				MemWrite = 0;
				BrTaken = 0;
				UncondBr = 1'bX;
				ALUOp = 3'b011;
				xfer_size = 4'd8;
				SetFlag = 1;
				loadB = 0;
			end
			default: begin 
				Reg2Loc = 1'bX;
				ALUSrc = 2'bXX;
				MemToReg = 2'bXX;
				BrTaken = 1'bX;
				ALUOp = 3'bXXX;
				UncondBr = 1'bX;
				xfer_size = 4'd8;
				RegWrite = 0;
				MemWrite = 0;
				SetFlag = 0;
				loadB = 0;
			end
		endcase 
	end
endmodule
==> flow/run.sh <==
#!/bin/bash
# OpenROAD 26Q1-2900-gdf79404cd8, Yosys 0.63+post, stock flow scripts
make -C /OpenROAD-flow-scripts/flow DESIGN_CONFIG=/design/flow/config.mk WORK_HOME=/design/flow/orfs finish
==> flow/config.mk <==
export PLATFORM = sky130hd
export DESIGN_NAME = CPU_control
export DESIGN_NICKNAME = CPU_control
export VERILOG_FILES = /design/flow/design.v
export SDC_FILE = /design/flow/constraint.sdc
export NUM_CORES = 4
export LEC_CHECK = 1
export CORE_AREA = 10 10 70 70
export DIE_AREA = 0 0 80 80
==> flow/constraint.sdc <==
current_design CPU_control

set clk_period 1.8
set clk_io_pct 0.2

create_clock -name clk0 -period $clk_period

set non_clock_inputs [all_inputs -no_clocks]
set_input_delay [expr $clk_period * $clk_io_pct] -clock clk0 $non_clock_inputs
set_output_delay [expr $clk_period * $clk_io_pct] -clock clk0 [all_outputs]
==> reports/metrics.yaml <==
outcome: "finished, violations left"
violations: "negative setup slack"
die_w_um: 80
setup_slack_ns: -0.06589
antenna_cells: 0
fin_crit_sh: 1.037
avgViaCountPerCell: 3.667
hold_viol: 0
detail-route-antenna-nets: 0
power_density_mw_per_mm2: 120.6
p_clk_frac: 0
antenna_found_initial: 0
rows: 21
power_switching_mw: 0.04019
wl_um: 1584
dp_slack_ns: -0.7303
drive_gt1_frac: 0.5789
syn_area_sq_um: 315.3
whs_path_depth: 4
p_comb_frac: 1.000
rsz0062_at_grt: "true"
syn2layout_area_growth_pct: 169.8
maxCapViolCount: 0
grt_max_degree: 9
seq_power_share: 0
yosys_area_sq_um: 315.3
initial_core_util: 0.09231
crit_type: "in -> out"
gp_congestion: 0.8035
timing.fmax_mhz: 535.9
tns_ns: -0.1457
crit_arrival_ns: 1.51
top_cells_by_count: "5 x nor2_1, 4 x buf_4, 4 x inv_1"
yosysTopAreaCellShare: 0.09524
grt_overflow: 0
required_ns: 1.44
io_pins: 58
vdd.ir_drop.worst_v: 0.00002205
grt_pass1_vias: 542
nClkBuffers: 0
crit_end: "BrTaken"
grt_pass1_wl_um: 2394
hold_path_class: "in -> out"
setup_viol: 3
die_h_um: 80
fp.coreArea_sq_mm: 0.003416
portBuffers: 29
yosys_cells: 45
startpoint_type: "input port"
wire_per_inst_um: 11.23
final_area_sq_um: 850.8
finalCriticalPeriod_ns: 1.866
syn_avg_cell_area_sq_um: 7.007
worstSetupStartpoint: "instruction[27]"
top_area_cell: "buf_4"
vias: 517
most_common_cell: "nor2_1"
critPathMaxFanout: 3
grt.total_usage: 0.04318
synth-seq-area-share: 0
drc: 0
ff_count: 0
leakage_nw: 0.4068
power.total_mw: 0.1026
switching_share: 0.3918
dieArea_sq_mm: 0.006400
synth_cells: 45
drv_slew: 0
synth_cell_types: 29
regArea_sq_um: 0
tool_warnings: 60
crit_path_end_kind: "primary output"
first_iter_violations: 39
drtPass1Iterations: 3
yosysWarnings: 1
topCellsByArea: "buf_4 9.5%, nor3b_2 7.9%, nand4_1 6.0%, nor2_1 6.0%, inv_1 4.8%"
p_int_mw: 0.06238
placed_cell_area_sq_um: 740.7
dp_hpwl_um: 1246
-- cell families (layout without fill, tap and decap cells) --
logic type,count (synthesis),in the layout,synth area share
other,1,3,0.01189
AND-OR/OR-AND,6,6,0.1667
AND/OR/NAND/NOR,27,27,0.6072
XOR/XNOR,2,2,0.05557
buffers and inverters,9,57,0.1587
-- routing by layer --
layer / routed length [um] / share of wire / global-route usage / up-vias
met2: 761 / 0.48 / 0.08587 / 23
met3: 150 / 0.095 / 0.005682 / 0
met4: 0 / 0 / 0 / 0
met1: 672 / 0.42 / 0.04944 / 240
li1: - / - / - / 254
met5: 0 / 0 / 0 / -
-- through the flow --
| step | hold slack [ns] | instances | util |
|---|---|---|---|
| after global routing | 1.086 | 141 | 0.2491 |
| final | 1.067 | 141 | 0.2491 |
| after CTS | 1.158 | 140 | 0.2385 |
| after global placement | 1.775 | 131 | 0.2169 |
| after detailed placement | 1.769 | 131 | 0.2169 |
| after floorplan | 0.7335 | 47 | - |
-- worst min-delay path by stage --
stage,start,endpoint
finish,instruction[22],MemWrite
global route,instruction[22],MemWrite
CTS,instruction[29],MemToReg[0]
-- final cells by class --
cell class	instances	area, sq um
fill	370	2565
inverter	4	15.01
multi-input combinational	38	324.1
tap	46	57.56
timing repair buffer	53	454.2
-- what timing repair did --
item / in CTS / in global routing
pin swaps: 17 / 10
buffers inserted: 10 / 1
endpoints found under the setup margin: 15 / 8
resized: 93 / 11
hold buffers: 0 / 0
gates cloned: 0 / 0
-- power groups by stage --
stage | clock network [mW] | registers (mW) | logic [mW]
after CTS | 0 | 0 | 0.0963
after global routing | 0 | 0 | 0.110
final | 0 | 0 | 0.103
-- cells in the final DEF, fill, tap and decap left out, types with 2 or more instances in the layout --
cell,netlist,routed
inv_1,4,2
buf_2,0,6
buf_6,0,15
nand4_1,3,3
nor2_2,0,2
nor2_1,5,3
nand3b_1,2,2
nand2_2,0,2
nor3b_4,0,2
clkbuf_2,1,2
dlygate4sd2_1,0,8
buf_4,4,18
conb_1,1,3
inv_2,0,2
clkdlybuf4s50_1,0,3
-- worst max-delay path: stages --
cell and delay [ns]:
buf_6 0.09, buf_6 0.11, nor2b_4 0.10, nand2b_1 0.06, or3_4 0.37, buf_6 0.13, a41o_1 0.17, buf_2 0.11
Power is estimated from default activity; no workload was simulated.
